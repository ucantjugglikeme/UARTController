--- design/flow/run.sh ---
#!/bin/bash
# OpenROAD 26Q1-2900-gdf79404cd8, Yosys 0.63+post, stock flow scripts
make -C /OpenROAD-flow-scripts/flow DESIGN_CONFIG=/design/flow/config.mk WORK_HOME=/design/flow/orfs finish
--- design/flow/constraint.sdc ---
current_design rg2

set clk_period 1.8
set clk_io_pct 0.2

create_clock -name clk0 -period $clk_period [get_ports {CLK}]

set non_clock_inputs [all_inputs -no_clocks]
set_input_delay [expr $clk_period * $clk_io_pct] -clock clk0 $non_clock_inputs
set_output_delay [expr $clk_period * $clk_io_pct] -clock clk0 [all_outputs]
--- design/flow/design.v ---
module rg2#(
    parameter WDT = 8
)(
    input CLK,
    input [WDT - 1:0] D,
    input RST,
    input SET,
    input EN,
    output reg [WDT - 1:0] Q
);
always @(posedge CLK, posedge RST, posedge SET) begin
    if (RST) 
        Q <= 0;
    else if (SET)
        Q <= {WDT{1'b1}};
    else if (EN)
        Q <= D;
end
endmodule
--- design/flow/config.mk ---
export PLATFORM = sky130hd
export DESIGN_NAME = rg2
export DESIGN_NICKNAME = rg2
export VERILOG_FILES = /design/flow/design.v
export SDC_FILE = /design/flow/constraint.sdc
export NUM_CORES = 4
export LEC_CHECK = 1
export CORE_AREA = 10 10 70 70
export DIE_AREA = 0 0 80 80
==> metrics.yaml <==
grt:
  grt_max_degree: 9
  grt_pass1_wl_um: 1520
  grt_pass1_vias: 286
  track_usage_pct: 3.21
  grt-ovfl-total: 0
  antenna_found_initial: 0
setup_path:
  critPathSlowestCell: "dfbbp_1"
  crit_chain: "clkdlybuf4s50_1"
  cp.depth: 1
  worstSetupEndpointType: "primary output"
  worst_setup_path_start_kind: "flip-flop"
  critPathKind: "flip-flop to primary output"
  cpPeakStageDelay_ps: 530
  cp.arrival_ps: 1260
  critPathTopFamily: "flip-flops"
  path_max_fanout: 2
  r2r_cells: 1
  cp_num_buf_inv: 1
  required_ps: 1440
clocking:
  cts_hold_buf: 0
  clk_latency_ps: 250
  clock_sinks: 8
  cts_tree: "yes"
  clockBufferDepth: 2
  cts-resized-gates: 0
  cts-root-buf: "clkbuf_4"
  cts_setup_buffers: 0
  h-tree-depth: 1
  cts_made_buffers: 3
  path_clk_slew_ps: 50
hold_path:
  hold_path.class: "flip-flop to flip-flop"
  min_delay_path_depth: 1
cells_and_area:
  syn_to_final_growth_pct: 69.5
  logic_area_um2: 126
  final_cell_mix: "clkdlybuf4s50_1, dfbbp_1, mux2_4"
  final_cell_area_um2: 681
  drive_above_1_share_pct: 29.3
  fillers: 381
  final_core_util_pct: 19.9
  largest_register_ffs: 8
  largest-register: "Q"
  reg_top3: "Q x8"
  seq_area_um2: 260
  lay_top_count: "clkdlybuf4s50_1"
place:
  portBuffers: 19
  placed_area_um2: 658
  gp_congestion: 0.707
  post-place-ws_ps: 301
floorplanning:
  initCoreUtil_pct: 11.8
  io_pins: 20
  row_count: 21
  die_y_um: 80
  dieArea_mm2: 0.00640
  chipWidth_um: 80
  coreArea_mm2: 0.00342
drt:
  num_vias: 255
  routed_wl_um: 1070
  avgViaCountPerCell: 2.93
  ant_nets: 0
  drt_iter0_drc: 19
  wl_per_cell_um: 12.3
  n_antenna_cell: 0
  drtPass1Iterations: 2
  drc: 0
synth:
  ys_types: 5
  netlist_area_um2: 402
  synthCells: 19
  syn_area_per_cell_um2: 21.1
  synth_seq_share_pct: 64.8
  ys_cells: 19
  ys_chip_area_um2: 402
  yosys_warnings: 2
  ys_ff: 8
pwr:
  power.static_leakage_nw: 0.280
  pwr_density_cell_mw_per_mm2: 706
  peakVddDrop_uv: 115
final_timing:
  max_freq_mhz: 616
  tightest_slew_ps: 389
  setup_slack_ps: 178
  hold_violations: 0
  drv_slew: 0
  period_used_pct: 90.1
  finalCriticalPeriod_ps: 1620
  rsz0062_at_grt: "false"
  finClkSkew_ps: 0
  setup_viol: 0
  setup_tns_ps: 0
  relSlewSlack_pct: 74.0
job:
  tool_warnings: 33
  cap_viol_max_count: 0
status:
  outcome: "completed"
==> routing by layer <==
metal / GRT usage (%) / routed length [µm]
met1: 3.90 / 421
met2: 4.01 / 467
met3: 2.95 / 183
met4: 0.704 / 0
met5: 0 / 0
==> cells in the mapped netlist <==
cell	instances	share of area, %
buf_6	1	2.8
dfbbp_1	8	65
inv_1	1	0.93
mux2_4	8	30
nand2b_1	1	1.6
==> worst paths after layout <==
path                                     from                  to  slack, ps
min in group asynchronous                 SET  Q[6]$_DFFSRE_PPPP_        740
max                        Q[7]$_DFFSRE_PPPP_                Q[7]        180
min reg2reg                Q[5]$_DFFSRE_PPPP_  Q[5]$_DFFSRE_PPPP_        710
min                        Q[5]$_DFFSRE_PPPP_  Q[5]$_DFFSRE_PPPP_        710
max in group asynchronous                 RST  Q[5]$_DFFSRE_PPPP_        850
max reg2reg                Q[3]$_DFFSRE_PPPP_  Q[3]$_DFFSRE_PPPP_        910
==> final cells by class <==
class	instances	area share, %
clock buffer	3	3.31
inverter	1	0.551
multi-input combinational	9	18.6
sequential	8	38.2
tap	46	8.46
timing repair buffer	20	30.9
==> cell families (layout without fill, tap and decap cells) <==
group                  after synthesis  count (layout)  share of synthesized area (%)
multiplexers                         8               8                           29.9
AND/OR/NAND/NOR                      1               1                           1.56
flip-flops                           8               8                           64.8
buffers and inverters                2              24                           3.74
==> power breakdown <==
group          switching [mW]  internal, mW
logic                  0.0214        0.0809
clock network          0.0608        0.0763
registers              0.0113         0.230
==> through the flow <==
| step | instances | hold WS, ps | power (mW) |
|---|---|---|---|
| 3_3_place_gp | 84 | 697 | 0.348 |
| 6_report | 87 | 710 | 0.481 |
| 5_1_grt | 87 | 729 | 0.507 |
| 4_1_cts | 87 | 712 | 0.492 |
| 3_5_place_dp | 84 | 694 | 0.351 |
| 2_1_floorplan | 19 | 508 | 0.266 |
Power is estimated from default activity; no workload was simulated.
